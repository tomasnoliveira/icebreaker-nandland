$ cat /design/flow/run.sh
#!/bin/bash
# OpenROAD 26Q1-2900-gdf79404cd8, Yosys 0.63+post, stock flow scripts
make -C /OpenROAD-flow-scripts/flow DESIGN_CONFIG=/design/flow/config.mk WORK_HOME=/design/flow/orfs finish
$ cat /design/flow/config.mk
export PLATFORM = sky130hd
export DESIGN_NAME = debounce_filter
export DESIGN_NICKNAME = debounce_filter
export VERILOG_FILES = /design/flow/design.v
export SDC_FILE = /design/flow/constraint.sdc
export NUM_CORES = 4
export LEC_CHECK = 1
export CORE_AREA = 10 10 95 95
export DIE_AREA = 0 0 105 105
$ cat /design/flow/constraint.sdc
current_design debounce_filter

set clk_period 2.2
set clk_io_pct 0.2

create_clock -name clk0 -period $clk_period [get_ports {CLK}]

set non_clock_inputs [all_inputs -no_clocks]
set_input_delay [expr $clk_period * $clk_io_pct] -clock clk0 $non_clock_inputs
set_output_delay [expr $clk_period * $clk_io_pct] -clock clk0 [all_outputs]
$ cat /design/flow/design.v
module debounce_filter (
    input CLK,
    input i_BTN,
    output o_BTN
);
parameter c_DEBOUNCE_LIMIT = 120000;
reg [17:0] r_Count = 0;
reg r_State = 1'b0;
always @(posedge CLK) begin
    if (i_BTN !== r_State && r_Count < c_DEBOUNCE_LIMIT)
        r_Count <= r_Count + 1;
    else if (r_Count == c_DEBOUNCE_LIMIT)
    begin
        r_State <= i_BTN;
        r_Count <= 0;
    end
    else
        r_Count <= 0;
end
assign o_BTN = r_State;
endmodule
==> run summary <==
impl run done, here's what came out: synthesized area divided by synthesized cell count=8.85 sq um, type of origin of the critical path=flip-flop, proportion of synthesized chip area in sequential cells=43.7%, Fin Setup TNS=0 ns, Pwr Total=0.603 mW, total of fill cells in the finished design=791, chip area=0.0110 sq mm, total area of multi-input combinational cells=433 sq um, area of all placed cells without fillers=0.00103 sq mm, count of final hold-check violations=0, # diodes=0, final count of negative-setup-slack endpoints=0, run status=finished, final reports clean, drt first-iter violations=27, pre-CTS WS=0.401 ns, post-cts sizing count=0, final core area utilization=14.9%, most numerous logic cells after layout=nor2_1, dfxtp_1, xnor2_1, first-pass GRT wire length=2740 um, number of clock buffers inserted by TritonCTS=3, Top cell excl fill/tap=nor2_1, H-tree level count=1, maximum count of clock buffers along a single path=2, largest net degree at the start of global routing=18, total area of sequential cells=390 sq um, I/O pin cnt=3, count of final max-slew check failures=0, Final Instance Count excl. Fillers=198, cells in synth_stat.txt=101, overall fraction of global-route tracks in use=2.81%, Floorplan Utilization=12.9%, synthesized flop and latch total=19, number of clock sinks=19, slew at the pin with the worst max-slew slack=0.528 ns, post-route clock period utilization=80.2%, Final WS setup=0.435 ns, number of input and output port buffers inserted=2, vias in the first global route=637, shortest period the worst path allows=1.76 ns, placed cell area=986 sq um, area delta synth->final=15.5%, global placement routability congestion=0.829, maximum resistive drop on vdd=0.155 mV, number of antenna violations at the first check in global routing=0, number of warnings the tools reported=26, hold slack final=0.490 ns, count of vias placed by the detailed router=642, critical path data required time=2.39 ns, Cells after DPL=194, routed via count divided by cell count=3.24, yosys synthesis warning count=1, wire length after detailed routing=1470 um, min-delay worst type=reg2reg, die width=105 um, crit-path max FO=17, CORE AREA=0.00691 sq mm, Post-DRT Antenna Nets=0, WL/cell=7.40 um, Clk pin slew, worst setup/hold paths=0.07 ns, kind of capture point of the worst setup path=flip-flop, RSZ-0062 raised after global routing=false, data arrival time of the critical path=1.95 ns, Worst Clk Skew=0.00150 ns, Power Dens Cells=584 mW/mm^2, number of library cell types mapped by synthesis=23, Post-CTS Hold Fix Bufs=0, count of mapped cells out of synthesis=101, number of iterations in the first detailed-routing pass=5, buffer cell driving the clock tree root=clkbuf_8, fraction of layout cells with a size suffix above 1=3.92%, Congestion Overflow GR=0, Site Rows=30, Worst Path Class, Setup=reg2reg, TritonCTS clock tree=yes, half-perimeter wire length after placement=1050 um, max-cap violations=0, synthesized area=893 sq um, headroom to the max-slew limit=64.8%, y dimension of the die=105 um, Leakage=0.292 nW, Max Clk Rate=567 MHz, total cell area reported by yosys after synthesis=893 sq um, buffers inserted by post-CTS timing repair=0, latest clock arrival within the worst-skew pair=0.25 ns, post-route DRC violation count=0
## cell type report
class,count,area share (%)
multi-input combinational,71,41.9
tap,96,11.6
clock buffer,3,4.00
sequential,19,37.8
timing repair buffer,2,1.94
clock inverter,1,0.485
inverter,6,2.18
## routing by layer
| layer | GRT usage, % | vias to the layer above | part of all wire (%) |
|---|---|---|---|
| li1 | - | 340 | - |
| met1 | 3.63 | 294 | 50 |
| met2 | 4.54 | 6 | 45 |
| met3 | 1.06 | 2 | 4.0 |
| met4 | 0.196 | 0 | 0.68 |
| met5 | 0 | - | 0 |
## worst paths after layout
path              cells after the start     endpoint        start  slack (ns)
hold reg to reg                       2  r_Count[16]  r_Count[16]        0.49
setup reg to reg                      4  r_Count[10]   r_Count[6]        0.44
hold / removal                        2  r_Count[16]  r_Count[16]        0.49
setup / recovery                      4  r_Count[10]   r_Count[6]        0.44
## kinds of logic (layout without fill, tap and decap cells)
kind of cell / after synthesis / after routing / share of synthesized area [%]
other: 1 / 1 / 0.420
xor gates and xnor gates: 15 / 15 / 14.7
and+or+nand+nor: 49 / 49 / 26.9
DFF: 19 / 19 / 43.7
adders and majority gates: 2 / 2 / 2.80
AOI/OAI and AO/OA: 4 / 4 / 3.64
buffers and inverters: 11 / 12 / 7.84
## power by group
group          internal (mW)  leakage [nW]  switching [mW]
Clock                  0.126        0.0255           0.111
Sequential             0.349         0.155         0.00295
Combinational        0.00526         0.112         0.00842
Total                  0.480         0.292           0.123
## Yosys cell counts, drive strengths merged
master / instances / area [sq um]
a21oi: 1 / 5.00
conb: 1 / 3.75
nor4: 5 / 31.3
or4: 1 / 7.51
nand3: 7 / 35.0
and3b: 1 / 8.76
ha: 2 / 25.0
nand2: 3 / 11.3
a211o: 2 / 17.5
inv: 6 / 22.5
a221o: 1 / 10.0
xor2: 2 / 17.5
dfxtp: 18 / 360
xnor2: 13 / 114
buf: 3 / 37.5
edfxtp: 1 / 30.0
and2: 1 / 6.26
clkbuf: 2 / 10.0
nor2: 21 / 78.8
nand4: 5 / 31.3
nor3: 4 / 20.0
nor4bb: 1 / 10.0
## critical path, stage by stage (launching register included)
cell and delay (ns):
dfxtp_1 0.39, a211o_1 0.31, a221o_1 0.31, a211o_1 0.51, nor2_1 0.18
## registers in the layout (all words and copies together) (netlist names)
| signal | flops |
|---|---|
| r_State | 1 |
| r_Count | 18 |
Power and IR drop assume default switching activity.
